==> design/flow/run.sh <==
#!/bin/bash
# OpenROAD 26Q1-2900-gdf79404cd8, Yosys 0.63+post, stock flow scripts
make -C /OpenROAD-flow-scripts/flow DESIGN_CONFIG=/design/flow/config.mk WORK_HOME=/design/flow/orfs finish
==> design/flow/config.mk <==
export PLATFORM = sky130hd
export DESIGN_NAME = hdu
export DESIGN_NICKNAME = hdu
export VERILOG_FILES = /design/flow/design.v
export SDC_FILE = /design/flow/constraint.sdc
export NUM_CORES = 4
export LEC_CHECK = 1
export CORE_AREA = 10 10 70 70
export DIE_AREA = 0 0 80 80
==> design/flow/constraint.sdc <==
current_design hdu

set clk_period 2.1
set clk_io_pct 0.2

create_clock -name clk0 -period $clk_period [get_ports {clk}]

set non_clock_inputs [all_inputs -no_clocks]
set_input_delay [expr $clk_period * $clk_io_pct] -clock clk0 $non_clock_inputs
set_output_delay [expr $clk_period * $clk_io_pct] -clock clk0 [all_outputs]
==> design/flow/design.v <==
module hdu(
input clk,
input de_memrd,
input [5:0] de_wr_reg,
input [4:0] f_rs1,
input [4:0] f_rs2,
output hdu_stall,
output hdu_pcwr
);
reg s1 = 1'b0;
reg s2 = 1'b0;
always @(posedge clk)
begin 
	if((de_memrd == 1'b1) && ((de_wr_reg[4:0] == f_rs1) || (de_wr_reg[4:0] == f_rs2)))
	begin
		s1 <= 1'b1;
		s2 <= 1'b1;
	end
	else
	begin
		s1 <= 1'b0;
		s2 <= 1'b0;
	end 
end 
assign hdu_stall = s1; 
assign hdu_pcwr = s2; 
endmodule 
==> results_slide.txt <==
Physical Implementation Snapshot

Final layout
  – MI comb area: 114 um2
  – Commonest Layout Cell: clkdlybuf4s50_1
  – Biggest register: s1
  – Fillcell total: 410
  – Max reg flops: 1
  – Flop area: 20.0 um2
  – Top Layout Cells: clkdlybuf4s50_1, xnor2_1, nand4_1, nand2_1
  – Fraction of layout cells with a size suffix above 1: 0
  – Top Registers: s1 x1
  – Syn-to-layout area delta: 163%

Setup path
  – Required time of the critical path: 2020 ps
  – Crit path DAT: 1350 ps
  – Crit Path Max Fanout: 2
  – Crit path kind: in -> reg
  – Crit path from: de_wr_reg[2]
  – Worst setup EP type: register
  – Worst setup SP type: input port

Clock network
  – Clock slew at reported path FFs: 0 ps
  – Postcts setup bufs: 0
  – Hold_buf cts: 0
  – Resize count post-CTS: 0

Run
  – Max_cap viols: 0
  – Count of tool warnings: 29

Pwr
  – Power density over the cells: 215 mW/mm2
  – Switch Pwr: 17.7 uW
  – Int Power: 62.3 uW
  – Sw frac: 0.222
  – Pwr Total: 80.0 uW
  – LEAKAGE: 0.105 nW
  – Peak VDD IR: 0.0744 mV
  – Logic pwr share: 0.744
  – Reg power frac: 0.256
  – Clk pwr share: 0

GRT
  – Vias in the first global route: 200
  – Largest net degree at the start of global routing: 3
  – GRT Residual Overflow: 0
  – Initial antenna violation count: 0
  – First-pass GRT wire length: 1010 um
  – GR Util met3: 0.0148
  – Grt met1 use: 0.0344
  – Most used routing layer: met1
  – GR met2 Demand/Resource: 0.0201
  – All-Layer GR Usage: 0.0208

Synthesis
  – MUX share of area: 0
  – Yosys Instances: 17
  – YS chip area: 141 um2
  – Mapped Avg Cell Area: 8.32 um2
  – Adder share: 0
  – Synth warn: 1
  – XOR/XNOR Area Share: 0.619
  – Synth Seq Share: 0.142
  – Distinct cells, synth: 6
  – Simple share: 0.142
  – Top logic family: XOR/XNOR gates
  – Cells after synthesis: 17
  – Yosys reg bits: 1
  – Synthesized area: 141 um2
  – Yosys aoi share: 0.0442

Routing
  – Initial drt markers: 1
  – Routed wire length: 733 um
  – Number of routed nets with antenna violations: 0
  – Post-DR wirelength/cell: 9.16 um
  – Vias post-DR: 188
  – # diodes: 0
  – Remaining DRCs: 0
  – First drt pass iteration count: 4
  – Vias per cell: 2.35

Final timing
  – Hold Vio Cnt, Final: 0
  – RSZ-0062 raised after global routing: no
  – Crit share post-route: 0.682
  – Final max-slew violation count: 0
  – Final worst path period need: 1430 ps
  – TNS Setup: 0 ps
  – Setup violators final: 0
  – Worst-margin pin slew: 161 ps
  – Fmax: 0.698 GHz
  – Worst relative slew slack: 0.892

Die
  – FP Util: 0.0414
  – Die y size: 80 um
  – Io pins: 20
  – Die area: 0.00640 mm2
  – Placeable Area: 0.00342 mm2
  – Row count: 21
  – Die width: 80 um

Status
  – Status: finished clean

Place
  – PortBufs: 18
  – Routability Congestion: 0.733
  – HPWL Detailed: 691 um

Hold path
  – Hold Crit Start: de_memrd
  – Worst min path class: in -> reg
-- path summary, 6_finish.rpt --
| kind | cells after the start | slack [ps] | end |
|---|---|---|---|
| worst max-delay path | 4 | 670 | s1$_DFF_P_ |
| worst min-delay path | 3 | 1050 | s1$_DFF_P_ |
-- cell type report --
type                            count  area share
Sequential cell                     1      0.0539
Multi-Input combinational cell     15       0.306
Tap cell                           46       0.155
Timing Repair Buffer               18       0.485
-- kinds of logic (layout without fill, tap and decap cells) --
logic type | Yosys count | in the layout
compound gates | 1 | 1
xor+xnor | 10 | 10
simple gates | 4 | 4
buf+inv | 1 | 18
flops | 1 | 1
-- stage by stage --
stage | cells | setup WS [ps] | util | area [um2] | hold slack [ps]
after global routing | 80 | 622 | 0.109 | 372 | 1080
after global placement | 80 | 686 | 0.109 | 372 | 1010
after CTS | 80 | 665 | 0.109 | 372 | 1040
after detailed placement | 80 | 664 | 0.109 | 372 | 1030
final | 80 | 667 | 0.109 | 372 | 1050
after floorplan | 17 | 1240 | - | 141 | 559
-- critical path, stage by stage --
cell             delay (ps)
clkdlybuf4s50_1         520
xnor2_1                 140
nand4_1                 100
o22ai_1                 170
-- power groups by stage --
stage	logic (mW)	clock network, mW	registers [mW]
CTS	0.0599	0	0.0206
global route	0.0638	0	0.0206
finish	0.0595	0	0.0205
-- synthesized netlist by cell type, drive strengths merged --
cell type	instances	share of area
dfxtp	1	0.14
nand4	2	0.088
buf	1	0.053
xnor2	10	0.62
o22ai	1	0.044
nand2	2	0.053
-- per-layer routing --
metal / vias up / wire, um
li1: 90 / -
met1: 70 / 411
met2: 26 / 181
met3: 2 / 135
met4: 0 / 4
met5: - / 0
Power figures rest on the tool's default switching activity, not on a simulated workload.
