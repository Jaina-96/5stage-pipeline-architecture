==> /design/flow/run.sh <==
#!/bin/bash
# OpenROAD 26Q1-2900-gdf79404cd8, Yosys 0.63+post, stock flow scripts
make -C /OpenROAD-flow-scripts/flow DESIGN_CONFIG=/design/flow/config.mk WORK_HOME=/design/flow/orfs finish
==> /design/flow/config.mk <==
export PLATFORM = sky130hd
export DESIGN_NAME = fu
export DESIGN_NICKNAME = fu
export VERILOG_FILES = /design/flow/design.v
export SDC_FILE = /design/flow/constraint.sdc
export NUM_CORES = 4
export LEC_CHECK = 1
export CORE_AREA = 10 10 70 70
export DIE_AREA = 0 0 80 80
==> /design/flow/constraint.sdc <==
current_design fu

set clk_period 2.8
set clk_io_pct 0.2

create_clock -name clk0 -period $clk_period

set non_clock_inputs [all_inputs -no_clocks]
set_input_delay [expr $clk_period * $clk_io_pct] -clock clk0 $non_clock_inputs
set_output_delay [expr $clk_period * $clk_io_pct] -clock clk0 [all_outputs]
==> /design/flow/design.v <==
module fu(
input clk,
input em_ctrl_regwr,
input [5:0] em_wr_reg,
input mw_ctrl_regwr,
input [5:0] mw_wr_reg,
input [4:0] de_rs1,
input [4:0] de_rs2,
output [1:0] esfsrs1,
output [1:0] esfsrs2
);
reg [1:0] s1 = 2'd0;
reg [1:0] s2 = 2'd0;
always @(*)
begin
	if((em_ctrl_regwr == 1'b1) && (em_wr_reg != 6'd0) && (em_wr_reg[4:0] == de_rs1))
 		s1 <= 2'b10;
	else 
		s1 <= 2'b00;
	if((em_ctrl_regwr == 1'b1) && (em_wr_reg != 6'd0) && (em_wr_reg[4:0] == de_rs2))
 		s2 <= 2'b10;
	else 
		s2 <= 2'b00;
	if((mw_ctrl_regwr == 1'b1) && (mw_wr_reg != 6'd0) && (mw_wr_reg[4:0] == de_rs1))
 		s1 <= 2'b01;
	else 
		s1 <= 2'b00;
	if((mw_ctrl_regwr == 1'b1) && (mw_wr_reg != 6'd0) && (mw_wr_reg[4:0] == de_rs2))
 		s2 <= 2'b01;
	else 
		s2 <= 2'b00;	
end
assign esfsrs1 = s1;
assign esfsrs2 = s2;
endmodule 
==> results_slide.txt <==
Synthesis and Place & Route Summary

Global route
  – GRT Residual Overflow: 0
  – GR Layer Usage met3: 0.00568
  – Total Routing Usage GR: 0.0212
  – Top Usage Layer GRT: met2
  – Largest net degree at the start of global routing: 4
  – GR Layer Usage met2: 0.0425
  – Met1 Usage GRT: 0.0224
  – Vias in the first global route: 228
  – Initial antenna violation count: 0
  – First-pass GRT wire length: 1.10 mm

STA
  – Setup tns final: 0 ns
  – Final Slew Violations: 0
  – Fmax: 365 MHz
  – Final WS setup: 0.0611 ns
  – Fin crit share: 0.978
  – Final setup vio count: 0
  – Final hold vios: 0
  – Min Tclk post-route: 2.74 ns

Floorplan
  – Std-Cell Core Area: 0.00342 mm2
  – Die extent in x: 80 um
  – # IOs: 29
  – Die height: 80 um
  – Die area: 0.00640 mm2
  – Fp util: 0.0480
  – Row count: 21

Route
  – Final routed DRC violation total: 0
  – WL/cell: 9.02 um
  – Via-per-instance ratio: 2.33
  – Drt pass-1 iters: 2
  – Ant. Diodes: 0
  – Routed Antenna Nets: 0
  – Total Wirelength: 758 um
  – Initial drt markers: 3
  – Vias post-DR: 196

Yosys
  – Yosys top cell by area: xnor2_1
  – Register share after synthesis: 0
  – Cells after Synth: 21
  – Synthesized area: 164 um2
  – Unique cell types: 8
  – Avg Inst Size Synth: 7.81 um2
  – Top cell area share: 0.321
  – Top cells, area: xnor2_1 32%, xor2_1 21%, buf_4 18%, nand4_1 7.6%, nor4_1 7.6%
  – Chip Area, Yosys: 164 um2
  – Synth warnings: 1
  – Yosys cell count: 21

Critical path
  – Worst-path cell chain: clkdlybuf4s50_1 -> or4_4 -> nor3_4 -> nor4_2 -> clkdlybuf4s50_1
  – Startpoint types: primary input
  – Delay-heaviest family, CP: simple AND/OR/NAND/NOR gates
  – Critical path class: primary input to primary output
  – Slowest CP cell: or4_4
  – Worst Path Buf+Inv: 2
  – CP endpoint kind: primary output
  – Largest stage delay, worst path: 0.53 ns
  – Req. time, crit path: 2.24 ns
  – Most used cell, CP: clkdlybuf4s50_1
  – Arrival time at the worst endpoint: 2.18 ns
  – Crit-path max FO: 2

Cells and area
  – Filler cells: 388
  – Register cell area after layout: 0 um2
  – Non-Filler Instances: 84
  – Top cells excl fill/tap: 16 x clkdlybuf4s50_1, 6 x xnor2_1, 4 x xor2_1, 3 x dlymetal6s2s_1
  – Post-layout util: 0.124
  – Layout area overhead: 158%
  – Flip-flops: 0
  – Most used logic cell in the final layout: clkdlybuf4s50_1
  – Combinational Area: 160 um2
  – # clk buffers: 0
  – Ratio of cells with drive above 1 in the final layout: 0.132

Pwr
  – Combinational share of power: 1.000
  – P_leak: 0.000153 uW
  – P_int: 31.3 uW
  – Pwr dens: 110 mW/mm2
  – Max VDD drop: 0.0000148 V
  – Seq pwr share: 0
  – Clock network fraction of total power: 0
  – Overall Power: 46.4 uW
  – Sw Pwr: 15.0 uW
  – Sw frac: 0.324

Placed design
  – Post-Place Worst Slack: 0.0389 ns
  – Gpl congestion: 0.755
  – PortBufs: 19
  – Cell count after placement: 84

Job
  – OpenROAD warnings: 40
  – Maxcap violations: 0

Clock tree
  – Number of post-CTS setup repair buffers: 0
  – Hold buffer count at CTS: 0

Run status
  – Status: completed

Worst hold path
  – Hold/Removal Path Class: primary input to primary output
==> synth_stat cells, drive strengths merged <==
cell and count:
buf 4, xnor2 6, conb 1, nor4 2, xor2 4, or4 1
nand4 2, nor3 1
==> kinds of logic (layout without fill, tap and decap cells) <==
family | after synthesis | after routing | share of synthesized area
other | 1 | 2 | 0.0229
buffers and inverters | 4 | 20 | 0.183
AND/OR/NAND/NOR | 6 | 6 | 0.260
XOR/XNOR | 10 | 10 | 0.534
==> power by group through the flow <==
stage | sequential [uW] | clock (uW) | combinational, uW
5_1_grt | 0 | 0 | 51.1
6_report | 0 | 0 | 46.4
4_1_cts | 0 | 0 | 44.9
==> layout make-up <==
class / count / area share
Timing Repair Buffer: 20 / 0.485
Tap cell: 46 / 0.136
Multi-Input combinational cell: 18 / 0.379
==> metal layers <==
layer  part of all wire  routed length (um)
met5                  0                   0
met4                  0                   0
met3               0.12                  94
met2               0.55                 419
met1               0.32                 243
==> worst min-delay path: cells and delay by family <==
family | cells | cell delay, ns
xor gates and xnor gates | 1 | 0.09
and+or+nand+nor | 2 | 0.15
buffers and inverters | 2 | 0.55
==> per-stage QoR <==
stage,instance area [um2],hold slack [ns]
floorplan,168,1.31
global placement,393,2.08
detailed placement,393,2.07
CTS,393,2.07
global route,423,1.98
finish,423,1.91
==> path summary, 6_finish.rpt <==
check	from	to	slack (ns)	cells past startpoint
max	mw_wr_reg[5]	esfsrs1[0]	0.06	5
min	mw_wr_reg[2]	esfsrs1[0]	1.91	5
==> repair_timing <==
item                       in CTS  in global routing
resized                         0                  7
setup endpoints to repair       0                  2
hold endpoints to repair        0                  0
Power figures rest on the tool's default switching activity, not on a simulated workload.
